$ cat /design/flow/config.mk
export PLATFORM = sky130hd
export DESIGN_NAME = pwm
export DESIGN_NICKNAME = pwm
export VERILOG_FILES = /design/flow/design.v
export SDC_FILE = /design/flow/constraint.sdc
export NUM_CORES = 4
export LEC_CHECK = 1
export CORE_AREA = 10 10 70 70
export DIE_AREA = 0 0 80 80
export SYNTH_HDL_FRONTEND = slang
$ cat /design/flow/constraint.sdc
current_design pwm

set clk_period 3.5
set clk_io_pct 0.2

create_clock -name clk0 -period $clk_period [get_ports {clk}]

set non_clock_inputs [all_inputs -no_clocks]
set_input_delay [expr $clk_period * $clk_io_pct] -clock clk0 $non_clock_inputs
set_output_delay [expr $clk_period * $clk_io_pct] -clock clk0 [all_outputs]
$ cat /design/flow/design.v
module adder_1(a, b, c_in, sum, c_out);
input wire a, b, c_in;
output logic sum, c_out;
always_comb begin : adder_gates
  c_out = ( c_in & (a | b) ) | (a & b);
  sum = (a ^ b) ^ c_in;
end
endmodule
`default_nettype none
module adder_n(a, b, c_in, sum, c_out);
parameter N = 2;
input  wire [N-1:0] a, b;
input wire c_in;
output logic [N-1:0] sum;
output wire c_out;
wire [N:0] carries;
assign carries[0] = c_in;
assign c_out = carries[N];
generate
  genvar i;
  for(i = 0; i < N; i++) begin : ripple_carry
    adder_1 ADDER (
      .a(a[i]),
      .b(b[i]),
      .c_in(carries[i]),
      .sum(sum[i]),
      .c_out(carries[i+1])
    );
  end
endgenerate
endmodule
`default_nettype none
module comparator_lt(a, b, out);
parameter N = 32;
input wire signed [N-1:0] a, b;
output logic out;
logic [N-1:0] not_b;
always_comb not_b = ~b;
wire c_out;
wire [N-1:0] difference; 
adder_n #(.N(N)) SUBTRACTOR(
  .a(a), .b(not_b), .c_in(1'b1),
  .c_out(c_out), .sum(difference[N-1:0])
);
mux4 #(.N(1)) LT_MUX(
  .s({a[31], b[31]}),  
  .in0(difference[N-1]), .in1(1'b0), .in2(1'b1), .in3(difference[N-1]),
  .out(out)
);
endmodule
`default_nettype none
module mux2(in0, in1, s, out);
parameter N=32;
input wire [N-1:0] in0, in1;
input wire s;
output logic [N-1:0] out;
always_comb out = s ? in1 : in0;
endmodule
`default_nettype none
module mux4(in0, in1, in2, in3, s, out);
parameter N=32;
input wire [N-1:0] in0, in1, in2, in3;
input wire [1:0] s;
output logic [N-1:0] out;
logic [N-1:0] mid1, mid2;
mux2 mux2_a (
    .in0(in0),
    .in1(in1),
    .s(s[0]),
    .out(mid1)
);
mux2 mux2_b (
    .in0(in2),
    .in1(in3),
    .s(s[0]),
    .out(mid2)
);
always_comb out = s[1] ? mid2 : mid1;
endmodule
module pwm(clk, rst, ena, step, duty, out);
parameter N = 8;
input wire clk, rst;
input wire ena;  
input wire step;  
input wire [N-1:0] duty;  
output logic out;
wire [N-1:0] counter, next_counter;
wire comparator;
comparator_lt #(.N(N)) COMPARATOR (.a(counter), .b(duty), .out(comparator));
adder_n #(.N(N)) ADDER (
  .a(counter), .b(1), .c_in(1'b0), .c_out(), .sum(next_counter)
);
register #(.N(N)) COUNTER_REGISTER (
  .clk(clk), .rst(rst), .ena(step), .d(next_counter), .q(counter)
);
always_comb begin
  out = ena & ( comparator | &counter );
end
endmodule
`timescale 1ns/1ps
`default_nettype none
module register(clk, ena, rst, d, q);
parameter N = 1;
parameter RESET_VALUE = 0;  
input wire clk, ena, rst;
input wire [N-1:0] d;
output logic [N-1:0] q;
always_ff @(posedge clk)
    if(rst) q <= 0;
    else if(ena) q <= d;
    else q <= q;
endmodule
$ cat /design/flow/run.sh
#!/bin/bash
# OpenROAD 26Q1-2900-gdf79404cd8, Yosys 0.63+post, stock flow scripts
make -C /OpenROAD-flow-scripts/flow DESIGN_CONFIG=/design/flow/config.mk WORK_HOME=/design/flow/orfs finish
==> ci_impl_report.md <==
### Flow metrics

| Metric | Value |
|---|---|
| FFs w/ async S/R, synth | `0%` |
| Crit. End Element | `output pin` |
| Design Power | `0.1985 mW` |
| Cells in synth_stat.txt | `58` |
| Slew Limit Fails | `0` |
| Mapped Cells | `58` |
| Chip Area | `6400 um2` |
| Post-DRT Antenna Nets | `0` |
| F_max | `0.3215 GHz` |
| Initial DRC count | `9` |
| First-pass GRT wire length | `1718 um` |
| Ranking of synthesized cells by area | `dfxtp_1, ha_1, mux2i_1, nor2_1, inv_1` |
| Place WS | `0.3853 ns` |
| Die X | `80 um` |
| Synth cell count leaders | `nor2_1, dfxtp_1, ha_1, mux2i_1, inv_1` |
| Share of post-route cells with drive strength above 1 | `8.451%` |
| Mapped Area | `511.7 um2` |
| Clk buf depth | `2` |
| Xor+xnor area frac | `5.134%` |
| Register area share after synthesis | `31.30%` |
| LEAKAGE | `0.3024 nW` |
| Setup bufs post-CTS | `0` |
| Slowest stage delay, CP | `0.48 ns` |
| Skew-Pair Late Insertion Delay | `0.25 ns` |
| Fp_density | `14.98%` |
| # H-tree levels | `1` |
| Synth area leader | `dfxtp_1` |
| Drt drc | `0` |
| Clk_skew | `0.002751 ns` |
| EDFF count, synth | `0` |
| Worst Setup Start Kind | `primary input` |
| MUX share of area | `11.74%` |
| Placed inst area | `680.7 um2` |
| Vias in the first global route | `429` |
| Max reg flops | `8` |
| Status | `completed` |
| Post-Synth AOI/OAI Area | `9.291%` |
| Most frequent cell after synthesis | `nor2_1` |
| Setup Crit Path Kind | `in2out` |
| Main logic family | `simple AND/OR/NAND/NOR gates` |
| Hold WC Path Type | `reg2reg` |
| Area grow syn2layout | `37.41%` |
| Slew @ Worst Pin | `0.4402 ns` |
| Core Region | `3416 um2` |
| Yosys warning tally | `0` |
| Area leader share | `31.30%` |
| Initial antenna violation count | `0` |
| Largest regs | `COUNTER_REGISTER.q (8)` |
| Dpl cells | `114` |
| Critical-path maximum fanout | `2` |
| Placer congestion estimate | `0.7455` |
| Post-CTS sizing | `0` |
| Num rows | `21` |
| Rel. slew slack | `70.56%` |
| Via-to-Cell Ratio | `3.564` |
| DP Wirelength | `888.6 um` |
| WP data arrival | `2.41 ns` |
| Stage-log warning count | `25` |
| RSZ-0062 raised after global routing | `no` |
| Synthesized registers | `8` |
| Syn Area/Cell | `8.823 um2` |
| Detailed Routing Iterations Pass 1 | `4` |
| Largest reg by FF count | `COUNTER_REGISTER.q` |
| Post-route insts no fill | `117` |
| Buf/Inv on CP | `3` |
| Adder share | `16.87%` |
| Chip height | `80 um` |
| CTS Sinks | `8` |
| WP depth | `7` |
| Synth cell types | `22` |
| CP top delay family | `buffers and inverters` |
| Hold_buf cts | `0` |
| And+or+nand+nor area frac | `19.56%` |
| Design Area, Final | `703.2 um2` |
| Synthesis area per yosys | `511.7 um2` |
| Final core utilization | `20.59%` |
| Post-Route WL | `1078 um` |
| # fillers | `378` |
| Final hold slack | `0.5409 ns` |
| Ys flop type | `dfxtp_1` |
| Fin crit period | `3.110 ns` |
| Critical path data required time | `2.80 ns` |
| Hold Violations, Final | `0` |
| Grt ovf | `0` |
| Hold path depth | `2` |
| Comb gate area | `320.3 um2` |
| FF/Latch Area | `160.2 um2` |
| Max-cap violations | `0` |
| Critical-path cell list | `clkdlybuf4s50_1, inv_1, a2bb2oi_1, a222oi_1, a21oi_1, nor3_2, clkdlybuf4s50_1` |
| Clock root buffer | `clkbuf_4` |
| Cell mode on critical path | `clkdlybuf4s50_1` |
| Worst path slowest cell | `clkdlybuf4s50_1` |
| Ant diodes | `0` |
| Cycle use final | `88.87%` |
| CTS buffer count | `3` |
| FF-to-FF path depth | `9` |
| WL/cell | `9.214 um` |
| CTS tree | `built` |
| Io pins | `13` |
| Largest net degree at the start of global routing | `9` |
| VDD IR max | `61.07 uV` |
| Worst Setup Slack, final | `0.3897 ns` |
| Via count | `417` |
| Global Route Usage Sum | `3.281%` |
| Power density cells | `282.3 nW/um2` |
| Clock slew at reported path FFs | `0.06 ns` |
| Setup TNS | `0 ns` |
| Finish-stage setup viols | `0` |
| I/O Buffers | `12` |
-- path summary, 6_finish.rpt --
check / startpoint / endpoint / slack, ns
setup / recovery: duty[4] / out / 0.39
hold / removal: COUNTER_REGISTER.q[1] / COUNTER_REGISTER.q[1] / 0.54
setup reg to reg: COUNTER_REGISTER.q[1] / COUNTER_REGISTER.q[7] / 1.65
hold reg to reg: COUNTER_REGISTER.q[1] / COUNTER_REGISTER.q[1] / 0.54
-- layout by cell type, fill, tap and decap left out, types with 3 or more instances in the layout --
cell	count
clkbuf_4	3
mux2i_1	6
dfxtp_1	8
ha_1	6
clkdlybuf4s50_1	12
inv_1	5
nor2_1	10
nand3_1	3
-- cell type report --
class / instances / area share, %
Multi-Input combinational cell: 42 / 45.55
Sequential cell: 8 / 22.78
Timing Repair Buffer: 12 / 17.08
Tap cell: 46 / 8.185
Clock buffer: 3 / 3.203
Inverter: 6 / 3.203
-- where the power goes --
group	switching [mW]	internal [mW]
registers	0.00219	0.0937
clock network	0.0304	0.0392
logic	0.0119	0.0211
-- layer usage --
layer	track usage (%)	vias up	share of wire [%]
li1	-	230	-
met1	3.978	177	48
met2	4.655	10	39
met3	2.273	0	14
met4	0.7042	0	0
met5	0	-	0
-- logic make-up after synthesis --
| family | count (synthesis) |
|---|---|
| flip-flops | 8 |
| multiplexers | 6 |
| AND/OR/NAND/NOR | 20 |
| buffers and inverters | 8 |
| AND-OR/OR-AND | 6 |
| adder cells (fa/ha/maj) | 7 |
| XOR/XNOR | 3 |
-- worst register-to-register path, cell delays in order (launching register included) --
cell and delay [ns]:
dfxtp_1 0.32, ha_1 0.21, ha_1 0.20, ha_1 0.18, ha_1 0.18, ha_1 0.18
ha_1 0.17, nand2_1 0.08, xor2_1 0.15, nor2_1 0.05
Power and IR drop assume default switching activity.
