### /design/flow/design.v
`timescale 1ns/1ps
`default_nettype none
typedef enum logic [3:0] {
  ALU_AND  = 4'b0001,
  ALU_OR   = 4'b0010,
  ALU_XOR  = 4'b0011,
  ALU_SLL  = 4'b0101,
  ALU_SRL  = 4'b0110,
  ALU_SRA  = 4'b0111,
  ALU_ADD  = 4'b1000,
  ALU_SUB  = 4'b1100,
  ALU_SLT  = 4'b1101,
  ALU_SLTU = 4'b1111
} alu_control_t;
function string alu_control_name(alu_control_t control);
  case(control)
    ALU_AND  : alu_control_name = " AND ";
    ALU_OR   : alu_control_name = " OR  ";
    ALU_XOR  : alu_control_name = " XOR ";
    ALU_SLL  : alu_control_name = " SLL ";
    ALU_SRL  : alu_control_name = " SRL ";
    ALU_SRA  : alu_control_name = " SRA ";
    ALU_ADD  : alu_control_name = " ADD ";
    ALU_SUB  : alu_control_name = " SUB ";
    ALU_SLT  : alu_control_name = " SLT ";
    ALU_SLTU : alu_control_name = " SLTU";
    default  : alu_control_name = "UNDEF";
  endcase
endfunction
module alu(a, b, control, result, overflow, zero, equal);
parameter N = 32;
input wire [N-1:0] a, b;
input alu_control_t control;
logic [N-1:0] oAND, oOR, oXOR, oSLL, oSRL, oSRA, add_out, add_b_in; 
logic oLT, oLTU, c_out;
output logic [N-1:0] result;  
output logic overflow;  
output logic zero;   
output logic equal;  
sll #(.N(N)) mySLL(.in(a), .shamt(b[4:0]), .out(oSLL));
srl #(.N(N)) mySRL(.in(a), .shamt(b[4:0]), .out(oSRL));
sra #(.N(N)) mySRA(.in(a), .shamt(b[4:0]), .out(oSRA));
adder_n #(.N(N)) elAdder(
      .a(a),
      .b(add_b_in), 
      .c_in(control[2]),
      .sum(add_out),
      .c_out(c_out));
mux16 #(.N(N)) controlMux(
  .in0(32'b0), .in1(oAND), .in2(oOR), .in3(oXOR), 
  .in4(32'b0), .in5(oSLL), .in6(oSRL), .in7(oSRA),
  .in8(add_out), .in9(32'b0), .in10(32'b0), .in11(32'b0), .in12(add_out),
  .in13({31'b0,oLT}), .in14(32'b0), .in15({31'b0,oLTU}), 
  .s(control), .out(result)
);
always_comb begin : ALU_comb_logic
    equal = &(a ~^ b);
    oAND = a & b;
    oOR = a | b;
    oXOR = a ^ b;
    add_b_in = control[2] ? ~b : b;
    overflow = control[3] & (a[N-1] ^ add_out[N-1]) & ~(control[2] ^ a[N-1] ^ b[N-1]);
    oLT = overflow ^ add_out[N-1];
    oLTU = ~c_out;
    zero = &(~result);
end
endmodule
module adder_1(a, b, c_in, sum, c_out);
input wire a, b, c_in;
output logic sum, c_out;
always_comb begin : adder_gates
  c_out = ( c_in & (a | b) ) | (a & b);
  sum = (a ^ b) ^ c_in;
end
endmodule
`default_nettype none
module adder_n(a, b, c_in, sum, c_out);
parameter N = 2;
input  wire [N-1:0] a, b;
input wire c_in;
output logic [N-1:0] sum;
output wire c_out;
wire [N:0] carries;
assign carries[0] = c_in;
assign c_out = carries[N];
generate
  genvar i;
  for(i = 0; i < N; i++) begin : ripple_carry
    adder_1 ADDER (
      .a(a[i]),
      .b(b[i]),
      .c_in(carries[i]),
      .sum(sum[i]),
      .c_out(carries[i+1])
    );
  end
endgenerate
endmodule
`default_nettype none
module mux16(
  in0, in1, in2, in3, in4, in5, in6, in7, 
  in8, in9, in10, in11, in12, in13, in14, in15, 
  s, out
);
parameter N=32;
input wire [N-1:0] in0, in1, in2, in3, in4, in5, in6, in7, in8, in9, in10, in11, in12, in13, in14, in15;
input wire [3:0] s;
output logic [N-1:0] out;
logic [N-1:0] mid1, mid2;
mux8 mux8a(
  .in0(in0),
  .in1(in1), 
  .in2(in2), 
  .in3(in3), 
  .in4(in4), 
  .in5(in5), 
  .in6(in6), 
  .in7(in7), 
  .s(s[2:0]), 
  .out(mid1)
);
mux8 mux8b(
  .in0(in8),
  .in1(in9), 
  .in2(in10), 
  .in3(in11), 
  .in4(in12), 
  .in5(in13), 
  .in6(in14), 
  .in7(in15), 
  .s(s[2:0]), 
  .out(mid2)
);
always_comb out = s[3] ? mid2 : mid1;
endmodule
`default_nettype none
module mux2(in0, in1, s, out);
parameter N=32;
input wire [N-1:0] in0, in1;
input wire s;
output logic [N-1:0] out;
always_comb out = s ? in1 : in0;
endmodule
`default_nettype none
module mux32(
  in0, in1, in2, in3, in4, in5, in6, in7, 
  in8, in9, in10, in11, in12, in13, in14, in15, 
  in16, in17, in18, in19, in20, in21, in22, in23, 
  in24, in25, in26, in27, in28, in29, in30, in31,
  s, out
);
parameter N=32;
input wire [N-1:0] in0, in1, in2, in3, in4, in5, in6, in7, in8, in9, in10, in11, in12, in13, in14, in15, in16, in17, in18, in19, in20, in21, in22, in23, in24, in25, in26, in27, in28, in29, in30, in31;
input wire [4:0] s;
output logic [N-1:0] out;
logic [N-1:0] mid1, mid2;
mux16 mux16a(
  .in0(in0), .in1(in1), .in2(in2), .in3(in3), .in4(in4), .in5(in5), .in6(in6), .in7(in7), 
  .in8(in8), .in9(in9), .in10(in10), .in11(in11), .in12(in12), .in13(in13), .in14(in14), .in15(in15), 
  .s(s[3:0]), .out(mid1)
);
mux16 mux16b(
  .in0(in16), .in1(in17), .in2(in18), .in3(in19), .in4(in20), .in5(in21), .in6(in22), .in7(in23), 
  .in8(in24), .in9(in25), .in10(in26), .in11(in27), .in12(in28), .in13(in29), .in14(in30), .in15(in31), 
  .s(s[3:0]), .out(mid2)
);
always_comb out = s[4] ? mid2 : mid1;
endmodule
`default_nettype none
module mux4(in0, in1, in2, in3, s, out);
parameter N=32;
input wire [N-1:0] in0, in1, in2, in3;
input wire [1:0] s;
output logic [N-1:0] out;
logic [N-1:0] mid1, mid2;
mux2 mux2_a (
    .in0(in0),
    .in1(in1),
    .s(s[0]),
    .out(mid1)
);
mux2 mux2_b (
    .in0(in2),
    .in1(in3),
    .s(s[0]),
    .out(mid2)
);
always_comb out = s[1] ? mid2 : mid1;
endmodule
`default_nettype none
module mux8(in0, in1, in2, in3, in4, in5, in6, in7, s, out);
parameter N=32;
input wire [N-1:0] in0, in1, in2, in3, in4, in5, in6, in7;
input wire [2:0] s;
output logic [N-1:0] out;
logic [N-1:0] mid1, mid2;
mux4 mux4_a(
    .in0(in0), 
    .in1(in1), 
    .in2(in2), 
    .in3(in3), 
    .s(s[1:0]),
    .out(mid1)
);
mux4 mux4_b(
    .in0(in4), 
    .in1(in5), 
    .in2(in6), 
    .in3(in7), 
    .s(s[1:0]),
    .out(mid2)
);
always_comb out = s[2] ? mid2 : mid1;
endmodule
`default_nettype none
module sll(in, shamt, out);
parameter N=32;
input wire [N-1:0] in;
input wire [$clog2(N)-1:0] shamt;
output wire [N-1:0] out;
mux32 #(.N(N)) MUX0(
  .in0(in),
  .in1({in[N-2:0],1'b0}),
  .in2({in[N-3:0],2'b0}),
  .in3({in[N-4:0],3'b0}),
  .in4({in[N-5:0],4'b0}),
  .in5({in[N-6:0],5'b0}),
  .in6({in[N-7:0],6'b0}),
  .in7({in[N-8:0],7'b0}),
  .in8({in[N-9:0],8'b0}),
  .in9({in[N-10:0],9'b0}),
  .in10({in[N-11:0],10'b0}),
  .in11({in[N-12:0],11'b0}),
  .in12({in[N-13:0],12'b0}),
  .in13({in[N-14:0],13'b0}),
  .in14({in[N-15:0],14'b0}),
  .in15({in[N-16:0],15'b0}),
  .in16({in[N-17:0],16'b0}),
  .in17({in[N-18:0],17'b0}),
  .in18({in[N-19:0],18'b0}),
  .in19({in[N-20:0],19'b0}),
  .in20({in[N-21:0],20'b0}),
  .in21({in[N-22:0],21'b0}),
  .in22({in[N-23:0],22'b0}),
  .in23({in[N-24:0],23'b0}),
  .in24({in[N-25:0],24'b0}),
  .in25({in[N-26:0],25'b0}),
  .in26({in[N-27:0],26'b0}),
  .in27({in[N-28:0],27'b0}),
  .in28({in[N-29:0],28'b0}),
  .in29({in[N-30:0],29'b0}),
  .in30({in[N-31:0],30'b0}),
  .in31({in[N-32:0],31'b0}),
  .s(shamt), .out(out)
);
endmodule
`default_nettype none
module sra(in,shamt,out);
parameter N=32;
input wire [N-1:0] in;
input wire [$clog2(N)-1:0] shamt;
output wire [N-1:0] out;
mux32 #(.N(N)) MUX0(
    .in0(in[N-1:0]),
    .in1({in[N-1], in[N-1:1]}),
    .in2({{2{in[N-1]}}, in[N-1:2]}),
    .in3({{3{in[N-1]}}, in[N-1:3]}),
    .in4({{4{in[N-1]}}, in[N-1:4]}),
    .in5({{5{in[N-1]}}, in[N-1:5]}),
    .in6({{6{in[N-1]}}, in[N-1:6]}),
    .in7({{7{in[N-1]}}, in[N-1:7]}),
    .in8({{8{in[N-1]}}, in[N-1:8]}),
    .in9({{9{in[N-1]}}, in[N-1:9]}),
    .in10({{10{in[N-1]}}, in[N-1:10]}),
    .in11({{11{in[N-1]}}, in[N-1:11]}),
    .in12({{12{in[N-1]}}, in[N-1:12]}),
    .in13({{13{in[N-1]}}, in[N-1:13]}),
    .in14({{14{in[N-1]}}, in[N-1:14]}),
    .in15({{15{in[N-1]}}, in[N-1:15]}),
    .in16({{16{in[N-1]}}, in[N-1:16]}),
    .in17({{17{in[N-1]}}, in[N-1:17]}),
    .in18({{18{in[N-1]}}, in[N-1:18]}),
    .in19({{19{in[N-1]}}, in[N-1:19]}),
    .in20({{20{in[N-1]}}, in[N-1:20]}),
    .in21({{21{in[N-1]}}, in[N-1:21]}),
    .in22({{22{in[N-1]}}, in[N-1:22]}),
    .in23({{23{in[N-1]}}, in[N-1:23]}),
    .in24({{24{in[N-1]}}, in[N-1:24]}),
    .in25({{25{in[N-1]}}, in[N-1:25]}),
    .in26({{26{in[N-1]}}, in[N-1:26]}),
    .in27({{27{in[N-1]}}, in[N-1:27]}),
    .in28({{28{in[N-1]}}, in[N-1:28]}),
    .in29({{29{in[N-1]}}, in[N-1:29]}),
    .in30({{30{in[N-1]}}, in[N-1:30]}),
    .in31({{31{in[N-1]}}, in[N-1:31]}),
    .s(shamt),
    .out(out)
);
endmodule
`default_nettype none
module srl(in, shamt, out);
parameter N=32;
input wire [N-1:0] in;
input wire [$clog2(N)-1:0] shamt;
output wire [N-1:0] out;
mux32 #(.N(N)) MUX0(
  .in0(in),
  .in1({1'b0,in[N-1:1]}),
  .in2({2'b0,in[N-1:2]}),
  .in3({3'b0,in[N-1:3]}),
  .in4({4'b0, in[N-1:4]}),
  .in5({5'b0, in[N-1:5]}),
  .in6({6'b0, in[N-1:6]}),
  .in7({7'b0, in[N-1:7]}),
  .in8({8'b0, in[N-1:8]}),
  .in9({9'b0, in[N-1:9]}),
  .in10({10'b0, in[N-1:10]}),
  .in11({11'b0, in[N-1:11]}),
  .in12({12'b0, in[N-1:12]}),
  .in13({13'b0, in[N-1:13]}),
  .in14({14'b0, in[N-1:14]}),
  .in15({15'b0, in[N-1:15]}),
  .in16({16'b0, in[N-1:16]}),  
  .in17({17'b0, in[N-1:17]}),  
  .in18({18'b0, in[N-1:18]}),
  .in19({19'b0, in[N-1:19]}),  
  .in20({20'b0, in[N-1:20]}),  
  .in21({21'b0, in[N-1:21]}),  
  .in22({22'b0, in[N-1:22]}),  
  .in23({23'b0, in[N-1:23]}),  
  .in24({24'b0, in[N-1:24]}),  
  .in25({25'b0, in[N-1:25]}),  
  .in26({26'b0, in[N-1:26]}),  
  .in27({27'b0, in[N-1:27]}),  
  .in28({28'b0, in[N-1:28]}),  
  .in29({29'b0, in[N-1:29]}),  
  .in30({30'b0, in[N-1:30]}),  
  .in31({31'b0, in[N-1:31]}),  
  .s(shamt), .out(out)
);
endmodule
### /design/flow/run.sh
#!/bin/bash
# OpenROAD 26Q1-2900-gdf79404cd8, Yosys 0.63+post, stock flow scripts
make -C /OpenROAD-flow-scripts/flow DESIGN_CONFIG=/design/flow/config.mk WORK_HOME=/design/flow/orfs finish
### /design/flow/config.mk
export PLATFORM = sky130hd
export DESIGN_NAME = alu
export DESIGN_NICKNAME = alu
export VERILOG_FILES = /design/flow/design.v
export SDC_FILE = /design/flow/constraint.sdc
export NUM_CORES = 4
export LEC_CHECK = 1
export CORE_UTILIZATION = 50
export SYNTH_HDL_FRONTEND = slang
### /design/flow/constraint.sdc
current_design alu

set clk_period 14.7
set clk_io_pct 0.2

create_clock -name clk0 -period $clk_period

set non_clock_inputs [all_inputs -no_clocks]
set_input_delay [expr $clk_period * $clk_io_pct] -clock clk0 $non_clock_inputs
set_output_delay [expr $clk_period * $clk_io_pct] -clock clk0 [all_outputs]
==> impl_report.txt <==
PHYSICAL IMPLEMENTATION REPORT
----------------------------------------------------
[Cells and area]
  Proportion of layout cells with a drive suffix above 1 ........................ 23.86%
  Layout filler cell count ........................ 1262
  Logic area ........................ 7630 µm²
  Reg area ........................ 0 µm²
  Synth-to-layout area growth ........................ 18.17%
  Count of clock buffers in the final design ........................ 0
  Seq Cell Count ........................ 0
  Post-Layout Inst Area ........................ 9798 µm²

[Yosys]
  Synthesized area divided by synthesized cell count ........................ 8.234 µm²
  Mapped cell area ........................ 8292 µm²
  Yosys-reported design area after synthesis ........................ 8292 µm²
  Most used standard cell by instance count after synthesis ........................ sky130_fd_sc_hd__nand2_1
  Count of different cell masters after synthesis ........................ 83
  Count of instantiated cells in the yosys netlist ........................ 1007
  Top cells by area ........................ sky130_fd_sc_hd__mux4_2 17%, sky130_fd_sc_hd__ha_1 9.8%, sky130_fd_sc_hd__mux2i_1 9.8%
  Synthesized instance count ........................ 1007
  List of most frequent post-synthesis cells ........................ 92 x sky130_fd_sc_hd__nand2_1, 81 x sky130_fd_sc_hd__mux2i_1, 73 x sky130_fd_sc_hd__inv_1
  Area leader share ........................ 16.57%
  Number of warnings issued by yosys ........................ 0
  Post-synthesis sequential area ratio ........................ 0%
  Cell type with the largest total area after synthesis ........................ sky130_fd_sc_hd__mux4_2

[Final timing]
  Worst max-slew margin expressed relative to the limit ........................ 20.03%
  Minimum setup slack in the final design ........................ -3312 ps
  Final-layout setup total negative slack ........................ -22100 ps
  Shortest clock period the worst path allows after layout ........................ 18010 ps
  Hold Vio Cnt, Final ........................ 0
  Worst-case hold slack ........................ 6869 ps
  Total count of max-transition violations in the final report ........................ 0
  Final clock period utilization by the worst path ........................ 122.5%
  Highest clock frequency the design can meet ........................ 55.52 MHz
  Worst Tran Pin Value ........................ 1185 ps
  Final setup violation count ........................ 12
  Unrepaired setup endpoints after global routing ........................ true

[Route]
  Antenna Nets Post-Route ........................ 0
  Length of routed met3 wiring ........................ 5868 µm
  Pre-Repair DR Iteration Count ........................ 6
  Highest metal used ........................ met4
  M1 WL ........................ 14770 µm
  Total Wirelength ........................ 41070 µm
  Average detailed-routed wire length per instance ........................ 31.74 µm
  Met2 WL ........................ 17020 µm
  Via density per instance ........................ 7.573
  Number of design rule violations left after detail routing ........................ 0
  Vias post-DR ........................ 9799
  Detailed Route Iter0 Violations ........................ 1109

[Worst setup path]
  CP Class ........................ input port to primary output
  Worst path arrival time ........................ 15070 ps
  Endpoint type of the worst setup path ........................ primary output
  CP max-delay cell ........................ sky130_fd_sc_hd__fa_1
  Maximum cell stage delay along the critical path ........................ 470 ps
  Most frequent cell on the critical path ........................ sky130_fd_sc_hd__fa_2
  CP Launch Type ........................ input port
  Highest net fanout along the worst path ........................ 4
  Data required time at the worst endpoint ........................ 11760 ps

[Min path]
  WHS Endpoint ........................ overflow
  Worst min-delay path class ........................ input port to primary output
  Hold Path Cell Cnt ........................ 5
  HP Start ........................ a[31]

[Placement]
  Count of input and output buffers ........................ 103
  Standard cell area after detailed placement ........................ 9673 µm²
  Post-detail-place hpwl ........................ 29940 µm
  Routability congestion estimate ........................ 1.101

[Outcome]
  Status ........................ finished, violations left
  Violations in the final reports ........................ negative setup slack

[Die]
  Row Count ........................ 46
  Core ar. ........................ 16060 µm²
  Initial cell density of the core ........................ 51.64%
  Die Width ........................ 130.8 µm
  Die Span Y ........................ 130.8 µm
  Die area ........................ 17100 µm²
  Number of top-level pins ........................ 103

[Global routing]
  GRT Overall Usage ........................ 50.55%
  Pin count of the biggest net entering global routing ........................ 55
  Via count of the first global-routing pass ........................ 9206
  Initial antenna violation count ........................ 1
  Global-route wire length before repair ........................ 59870 µm
  Final global-route overflow total ........................ 0

[Clock tree]
  Quantity of hold-fixing buffers added after cts ........................ 0

[Run]
  OpenROAD warning count ........................ 69
  Number of max-cap violations ........................ 0

[Power]
  Max VDD drop ........................ 0.00002765 V
  Switching Share ........................ 56.48%
  Internal power of the cells ........................ 180.7 µW
  Power Density ........................ 42.39 nW/µm²
  Net load switching power ........................ 234.6 µW
  Total leakage power ........................ 4.045 nW

----------------------------------------------------
-- repair_timing --
item | 4_1_cts | 5_1_grt
pin swaps | 15 | 12
gates resized | 69 | 10
buffers inserted | 7 | 5
setup endpoints to repair | 14 | 14
-- cell type report --
cell class | instances | area share (%)
multi-input cells | 818 | 77.87
repair buffers | 184 | 16.47
inverters | 75 | 2.873
well taps | 216 | 2.758
diodes | 1 | 0.02554
-- power by group through the flow --
stage         clock network, mW  logic (mW)  registers [mW]
CTS                           0       0.391               0
global route                  0       0.435               0
-- logic make-up after synthesis --
kind of cell	count (synthesis)	share of synthesized area, %
fa+ha+maj	96	17.29
buf+inv	189	9.944
xor+xnor	31	3.275
simple gates	267	15.95
mux	166	29.97
compound gates	258	23.57
-- layout by cell type, fill, tap and decap left out, types with 9 or more instances in the layout --
| cell | netlist | layout |
|---|---|---|
| sky130_fd_sc_hd__nand2_1 | 92 | 87 |
| sky130_fd_sc_hd__mux2_2 | 22 | 22 |
| sky130_fd_sc_hd__o221ai_1 | 35 | 35 |
| sky130_fd_sc_hd__o31ai_1 | 11 | 11 |
| sky130_fd_sc_hd__o21ai_0 | 33 | 30 |
| sky130_fd_sc_hd__nor4_1 | 15 | 15 |
| sky130_fd_sc_hd__o22ai_1 | 13 | 13 |
| sky130_fd_sc_hd__xor2_1 | 28 | 27 |
| sky130_fd_sc_hd__a21oi_1 | 23 | 22 |
| sky130_fd_sc_hd__and2_1 | 13 | 13 |
| sky130_fd_sc_hd__a211oi_1 | 19 | 18 |
| sky130_fd_sc_hd__buf_6 | 5 | 10 |
| sky130_fd_sc_hd__buf_4 | 9 | 78 |
| sky130_fd_sc_hd__ha_1 | 65 | 65 |
| sky130_fd_sc_hd__nand3_1 | 24 | 22 |
| sky130_fd_sc_hd__inv_1 | 73 | 69 |
| sky130_fd_sc_hd__o211ai_1 | 13 | 13 |
| sky130_fd_sc_hd__mux2i_1 | 81 | 81 |
| sky130_fd_sc_hd__mux4_2 | 61 | 61 |
| sky130_fd_sc_hd__buf_2 | 22 | 11 |
| sky130_fd_sc_hd__fa_2 | 0 | 30 |
| sky130_fd_sc_hd__clkdlybuf4s50_1 | 0 | 83 |
| sky130_fd_sc_hd__nor2_1 | 53 | 52 |
| sky130_fd_sc_hd__o31a_1 | 11 | 11 |
| sky130_fd_sc_hd__nand4_1 | 9 | 9 |
| sky130_fd_sc_hd__a22oi_1 | 9 | 9 |
-- per-layer routing --
layer	GRT usage (%)	vias up
met5	0	-
met3	19.73	233
li1	-	3984
met2	72.55	915
met1	64.90	4667
met4	31.24	0
-- through the flow --
| step | total power [mW] | utilization, % | std cells | setup slack [ps] |
|---|---|---|---|---|
| after floorplan | 0.2245 | - | 1007 | -3369 |
| after global placement | 0.3788 | 60.24 | 1287 | -4057 |
| after detailed placement | 0.3819 | 60.24 | 1287 | -4155 |
| after CTS | 0.3912 | 60.60 | 1290 | -3354 |
| after global routing | 0.4349 | 61.00 | 1293 | -3578 |
| final | 0.4153 | 61.02 | 1294 | -3312 |
-- how the worst max path moves through the flow --
| stage | start | end | slack (ps) |
|---|---|---|---|
| after CTS | control[2] | zero | -3350 |
| after global routing | control[2] | zero | -3580 |
| final | control[2] | zero | -3310 |
-- worst max-delay path, delay by kind of cell --
family                   cells  cell delay (ps)
buffers and inverters        8              700
AND-OR/OR-AND                1               80
adder cells (fa/ha/maj)     31            10450
AND/OR/NAND/NOR              4              700
XOR/XNOR                     1              170
No activity file was given, so power comes from the tool's default toggle rates.
