### design.v
module adder_1(a, b, c_in, sum, c_out);
input wire a, b, c_in;
output logic sum, c_out;
always_comb begin : adder_gates
  c_out = ( c_in & (a | b) ) | (a & b);
  sum = (a ^ b) ^ c_in;
end
endmodule
`default_nettype none
module adder_n(a, b, c_in, sum, c_out);
parameter N = 2;
input  wire [N-1:0] a, b;
input wire c_in;
output logic [N-1:0] sum;
output wire c_out;
wire [N:0] carries;
assign carries[0] = c_in;
assign c_out = carries[N];
generate
  genvar i;
  for(i = 0; i < N; i++) begin : ripple_carry
    adder_1 ADDER (
      .a(a[i]),
      .b(b[i]),
      .c_in(carries[i]),
      .sum(sum[i]),
      .c_out(carries[i+1])
    );
  end
endgenerate
endmodule
`default_nettype none
`timescale 1ns/1ps
module conway_cell(clk, rst, ena, state_0, state_d, state_q, neighbors);
parameter N = 4;
input wire clk;
input wire rst;
input wire ena;
input wire state_0;
output logic state_d;
output logic state_q;
input wire [7:0] neighbors;
wire gnd;  
logic if_dead, if_alive;  
logic [3:0] living_neighbors;
logic [3:0] a_out, b_out, c_out;
adder_n #(.N(N)) adder_a(  
    .a({3'b0,neighbors[0]}),
    .b({3'b0,neighbors[1]}),
    .c_in(neighbors[2]),
    .c_out(gnd), 
    .sum(a_out)
);
adder_n #(.N(N)) adder_b(
    .a(a_out),
    .b({3'b0,neighbors[3]}),
    .c_in(neighbors[4]),
    .c_out(gnd), 
    .sum(b_out)
);
adder_n #(.N(N)) adder_c(
    .a(b_out),
    .b({3'b0,neighbors[5]}),
    .c_in(neighbors[6]),
    .c_out(gnd), 
    .sum(c_out)
);
adder_n #(.N(N)) adder_d(
    .a(c_out),
    .b({3'b0,neighbors[7]}),
    .c_in(1'b0),
    .c_out(gnd), 
    .sum(living_neighbors)
);
always_comb if_dead = &(living_neighbors ~^ 4'd3);
always_comb if_alive = &(living_neighbors ~^ 4'd3) | &(living_neighbors ~^ 4'd2);
always_comb state_d = state_q ? if_alive : if_dead;
always_ff @(posedge clk)
    if(rst) state_q <= state_0;
    else if(ena) state_q <= state_d;
    else state_q <= state_q;
endmodule
### config.mk
export PLATFORM = sky130hd
export DESIGN_NAME = conway_cell
export DESIGN_NICKNAME = conway_cell
export VERILOG_FILES = /design/flow/design.v
export SDC_FILE = /design/flow/constraint.sdc
export NUM_CORES = 4
export LEC_CHECK = 1
export CORE_AREA = 10 10 70 70
export DIE_AREA = 0 0 80 80
export SYNTH_HDL_FRONTEND = slang
### run.sh
#!/bin/bash
# OpenROAD 26Q1-2900-gdf79404cd8, Yosys 0.63+post, stock flow scripts
make -C /OpenROAD-flow-scripts/flow DESIGN_CONFIG=/design/flow/config.mk WORK_HOME=/design/flow/orfs finish
### constraint.sdc
current_design conway_cell

set clk_period 3.0
set clk_io_pct 0.2

create_clock -name clk0 -period $clk_period [get_ports {clk}]

set non_clock_inputs [all_inputs -no_clocks]
set_input_delay [expr $clk_period * $clk_io_pct] -clock clk0 $non_clock_inputs
set_output_delay [expr $clk_period * $clk_io_pct] -clock clk0 [all_outputs]
==> impl_metrics.csv <==
group,metric,value,unit
power_and_ir_drop,powerDensity,321,nW/um^2
layout,seq_area,30.0,sq um
synth,ys_ff,1,
global_routing,grt_use_met1,3.16,%
worst_setup_path,worstSetupEndpointType,"primary output",
power_and_ir_drop,power,0.137,mW
power_and_ir_drop,ir_drop,72.1,uV
die,die_h,80,microns
global_routing,grt_use_total,1.93,%
synth,synth_area_per_cell,13.6,sq um
global_routing,use_met3,1.36,%
sta,hold_viol,0,
route,vias,191,
worst_setup_path,arrival,3.55,ns
power_and_ir_drop,comb_power_share,84.4,%
sta,max_slew.worst_pin.slew,0.177,ns
flow_run,warning_count,33,
flow_run,cap_viol_max_count,0,
global_routing,grt_pass1_wl,1.01,mm
synth,syn_inst,16,
status,violations,"setup timing",
place,gp_congestion,0.754,
global_routing,antenna_found_initial,0,
layout,largest_reg_flops,1,
place,port-buffer-count,13,
layout,final-comb-area,199,sq um
layout,top_regs,"state_q: 1 flops",
die,row_count,21,
worst_setup_path,worstPathMaxFanout,2,
route,first_pass_iters,1,
sta,timing.final.crit_share,138,%
layout,drive_gt1_share,34.4,%
sta,finalMaxSlewViolations,0,
sta,hold_slack,0.763,ns
synth,ys_types,9,
sta,relSlewSlack,88.1,%
global_routing,grt_max_degree,4,
layout,syn2layout_area_growth,95.4,%
power_and_ir_drop,internal-power,0.0913,mW
cts,cts.clk_slew.worst_paths,0,ns
die,die-width,80,microns
die,die_area,6400,sq um
worst_setup_path,critPathMaxStageDelay,0.54,ns
route,drt_iter0_markers,0,
route,antenna_left,0,
power_and_ir_drop,seqPwrFrac,15.6,%
worst_setup_path,cpMostUsedCell,"fa_1",
cts,worstSkewPairLatency,0,ns
place,dp_cells,76,
sta,rsz0062_at_grt,"yes",
layout,nFillCells,401,
power_and_ir_drop,p_leak,0.162,nW
die,initial_utilization,6.37,%
route,diodes,0,
global_routing,grt_overflow,0,
power_and_ir_drop,swShare,33.2,%
synth,synth_stat.cells,16,
worst_setup_path,worstPathRequired,2.40,ns
worst_setup_path,cp_cell_sequence,"buf_6 > fa_1 > fa_1 > fa_2 > fa_1 > ha_2 > fa_1 > nor4b_2 > buf_2",
die,io_pins,14,
synth,synth_seq_share,13.8,%
global_routing,first_global_vias,208,
worst_setup_path,critPathLaunchType,"primary input",
route,viasPerCell,2.45,
die,core,3420,sq um
place,dp_hpwl,566,microns
synth,ys_chip_area,218,sq um
sta,setup-violations-final,2,
sta,fin_ws,-1.15,ns
power_and_ir_drop,p_sw,0.0453,mW
route,wirelength,620,microns
worst_setup_path,crit_slowest_cell,"fa_1",
global_routing,use_met2,1.93,%
worst_setup_path,critical_path_class,"primary input to primary output",
route,wl_per_cell,7.95,microns
global_routing,top_usage_layer,"met1",
sta,period_minus_slack,4.15,ns
layout,stdcell_count,78,
worst_hold_path,min_path_type,"register to register",
sta,fin_skew,0,ns
status,status,"complete, but fails checks",
worst_setup_path,critical_path.top_delay_family,"adder cells",
worst_setup_path,crit_buf_inv,2,
place,dpl_worst_slack,-1.94,ns
synth,yosysWarnings,0,
power_and_ir_drop,clock_power_share,0,%
synth,syn_area,218,sq um
sta,fmax,241,MHz
route,drc,0,
layout,regMostFlops,"state_q",
worst paths after layout:
| check | start | end | slack (ns) | cells after the start |
|---|---|---|---|---|
| setup / recovery | neighbors[2] | state_d | -1.15 | 9 |
| hold / removal | state_q | state_q | 0.76 | 3 |
| setup reg to reg | state_q | state_q | 1.99 | 3 |
| hold reg to reg | state_q | state_q | 0.76 | 3 |
synthesized netlist by cell type (all sizes together):
| cell type | instances | area (sq um) |
|---|---|---|
| fa | 5 | 100 |
| ha | 4 | 50.1 |
| edfxtp | 1 | 30.0 |
| nand2 | 1 | 3.75 |
| nor2 | 1 | 3.75 |
| nor4b | 1 | 8.76 |
| o21ai | 1 | 5.00 |
| or2 | 1 | 6.26 |
| or4b | 1 | 10.0 |
power by group through the flow:
stage	registers [mW]	clock network (mW)	logic [mW]
4_1_cts	0.0213	0	0.114
5_1_grt	0.0219	0	0.131
6_report	0.0214	0	0.115
worst reg2reg max path, stage by stage, from the launching register on:
cell	delay, ns
edfxtp_1	0.37
nor2_1	0.19
buf_4	0.14
o21ai_1	0.06
what timing repair did:
item | in CTS | in global routing
setup endpoints to repair | 2 | 2
buffers inserted | 1 | 1
resized | 16 | 0
pin swaps | 9 | 7
hold buffers | 0 | 0
layout by cell type (no fill, tap or decap):
| master | count |
|---|---|
| clkdlybuf4s50_1 | 9 |
| fa_1 | 4 |
| ha_1 | 3 |
| buf_2 | 3 |
| buf_4 | 3 |
| or2_2 | 1 |
| nor2_1 | 1 |
| nor4b_2 | 1 |
| or4b_1 | 1 |
| nand2_1 | 1 |
| o21ai_1 | 1 |
| fa_2 | 1 |
| ha_2 | 1 |
| buf_6 | 1 |
| edfxtp_1 | 1 |
layout make-up:
class | count | area share [%]
timing repair buffer | 16 | 32.6
sequential | 1 | 7.06
tap | 46 | 13.5
multi-input combinational | 15 | 46.8
metal layers:
| layer | wire (microns) | part of all wire [%] | vias up |
|---|---|---|---|
| met5 | 0 | 0 | - |
| met4 | 0 | 0 | 0 |
| met3 | 138 | 22 | 0 |
| met2 | 157 | 25 | 14 |
| met1 | 324 | 52 | 88 |
| li1 | - | - | 89 |
metrics by stage:
stage               TNS [ns]  instance area [sq um]  utilization, %
floorplan              -1.54                    223               -
global placement       -3.13                    418            12.2
detailed placement     -3.26                    418            12.2
CTS                    -2.26                    418            12.2
global route           -2.27                    425            12.5
finish                 -2.10                    425            12.5
kinds of logic after synthesis:
family	share of synthesized area, %
adder cells (fa/ha/maj)	69.0
flip-flops	13.8
AND/OR/NAND/NOR	14.9
AND-OR/OR-AND	2.30
Power figures rest on the tool's default switching activity, not on a simulated workload.
